`/design/flow/run.sh`:
```
#!/bin/bash
# OpenROAD 26Q1-2900-gdf79404cd8, Yosys 0.63+post, stock flow scripts
make -C /OpenROAD-flow-scripts/flow DESIGN_CONFIG=/design/flow/config.mk WORK_HOME=/design/flow/orfs finish
```
`/design/flow/config.mk`:
```
export PLATFORM = sky130hd
export DESIGN_NAME = complex_butterfly_pipe_3_clk_cycles
export DESIGN_NICKNAME = complex_butterfly_pipe_3_clk_cycles
export VERILOG_FILES = /design/flow/design.v
export SDC_FILE = /design/flow/constraint.sdc
export NUM_CORES = 4
export LEC_CHECK = 1
export CORE_UTILIZATION = 40
```
`/design/flow/constraint.sdc`:
```
current_design complex_butterfly_pipe_3_clk_cycles

set clk_period 9.5
set clk_io_pct 0.2

create_clock -name clk0 -period $clk_period [get_ports {clk}]

set non_clock_inputs [all_inputs -no_clocks]
set_input_delay [expr $clk_period * $clk_io_pct] -clock clk0 $non_clock_inputs
set_output_delay [expr $clk_period * $clk_io_pct] -clock clk0 [all_outputs]
```
`/design/flow/design.v`:
```
module complex_butterfly_pipe_3_clk_cycles #(
	parameter IWL1 				= 16,
	parameter IWL2 				= 16,
	parameter OWL 				= 16,
	parameter CONSTANT_SHIFT	= 1,
	parameter synch_RESET		= 1
)(
	input 	wire 				clk,
	input 	wire 				rst,
	input 	wire 				strb_in,
	input 	wire 	[IWL1-1:0]	din1_re,
	input 	wire 	[IWL1-1:0]	din1_im,
	input 	wire 	[IWL2-1:0]	din2_re,
	input 	wire 	[IWL2-1:0]	din2_im,
	input 	wire 	[IWL1-1:0]	din3_re,
	input 	wire 	[IWL1-1:0]	din3_im,
	output 	wire  	[OWL-1:0]	dout1_re,
	output 	wire  	[OWL-1:0]	dout1_im,
	output 	wire  	[OWL-1:0]	dout2_re,
	output 	wire  	[OWL-1:0]	dout2_im,
	output 	wire				strb_out
);
	localparam PROD_WL 	= IWL1 + IWL2;
	localparam AWL 		= OWL + 1 ;
	wire	signed	[IWL2-1:0]			MUL_1_din1;
	wire	signed	[IWL2-1:0]			MUL_1_din2;
	wire	signed	[IWL1-1:0]			MUL_2_din1;
	wire	signed	[IWL2-1:0]			MUL_2_din2;
	wire	signed	[IWL1-1:0]			MUL_3_din1;
	wire	signed	[IWL2-1:0]			MUL_3_din2;
	wire	signed	[IWL1-1:0]			MUL_4_din1;
	wire	signed	[IWL2-1:0]			MUL_4_din2;
	reg		signed	[PROD_WL-1:0]		tmp_mult_1;
	reg		signed	[PROD_WL-1:0]		tmp_mult_2;
	reg		signed	[PROD_WL-1:0]		tmp_mult_3;
	reg		signed	[PROD_WL-1:0]		tmp_mult_4;
	reg		signed	[AWL:0]				tmp_mult_out_1;
	reg		signed	[AWL:0]				tmp_mult_out_2;
	reg		signed	[AWL:0]				tmp_mult_out_3;
	reg		signed	[AWL:0]				tmp_mult_out_4;
	wire			[AWL:0]				mult_out_1;
	wire			[AWL:0]				mult_out_2;
	wire			[AWL:0]				mult_out_3;
	wire			[AWL:0]				mult_out_4;
	reg				[AWL:0]				mult_out_reg_1;
	reg				[AWL:0]				mult_out_reg_2;
	reg				[AWL:0]				mult_out_reg_3;
	reg				[AWL:0]				mult_out_reg_4;
	wire 			[AWL:0]				pre_sum_din3_re;
	wire 			[AWL:0]				pre_sum_din3_im;
	wire	signed	[AWL:0]				ADD_0_din1;
	wire	signed	[AWL:0]				ADD_0_din2;
	wire	signed	[AWL:0]				SUB_0_din1; 
	wire	signed	[AWL:0]				SUB_0_din2;
	reg				[AWL:0]				add_0_out;
	reg				[AWL:0]				sub_0_out;
	wire	signed	[AWL:0]				ADD_1_din1;
	wire	signed	[AWL:0]				ADD_1_din2;
	wire	signed	[AWL:0]				SUB_1_din1; 
	wire	signed	[AWL:0]				SUB_1_din2;
	reg		signed	[AWL:0]				tmp_add_1;
	reg		signed	[AWL:0]				tmp_sub_1;
	reg				[OWL-1:0]			add_1_out;
	reg				[OWL-1:0]			sub_1_out;
	wire	signed	[AWL:0]				ADD_2_din1;
	wire	signed	[AWL:0]				ADD_2_din2;
	wire	signed	[AWL:0]				SUB_2_din1;
	wire	signed	[AWL:0]				SUB_2_din2;
	reg		signed	[AWL:0]				tmp_add_2;
	reg		signed	[AWL:0]				tmp_sub_2;
	reg				[OWL-1:0]			add_2_out;
	reg				[OWL-1:0]			sub_2_out;
	reg				[AWL:0]				re_reg;
	reg				[AWL:0]				im_reg;
	assign strb_out		= 	strb_in;
	assign MUL_1_din1	=	din1_re;
	assign MUL_1_din2	=	din2_re;	
	assign MUL_2_din1	=	din1_im;
	assign MUL_2_din2	=	din2_im;	
	assign MUL_3_din1	=	din1_re;
	assign MUL_3_din2	=	din2_im;	
	assign MUL_4_din1	=	din1_im;
	assign MUL_4_din2	=	din2_re;
	always @(*) begin : mult_alw_1
		tmp_mult_1 = MUL_1_din1 * MUL_1_din2;
		tmp_mult_out_1 = tmp_mult_1[PROD_WL-1:PROD_WL-AWL-1];
	end
	always @(*) begin : mult_alw_2
		tmp_mult_2 = MUL_2_din1 * MUL_2_din2;
		tmp_mult_out_2 = tmp_mult_2[PROD_WL-1:PROD_WL-AWL-1];
	end
	always @(*) begin : mult_alw_3
		tmp_mult_3 = MUL_3_din1 * MUL_3_din2;
		tmp_mult_out_3 = tmp_mult_3[PROD_WL-1:PROD_WL-AWL-1];
	end
	always @(*) begin : mult_alw_4
		tmp_mult_4 = MUL_4_din1 * MUL_4_din2;
		tmp_mult_out_4 = tmp_mult_4[PROD_WL-1:PROD_WL-AWL-1];
	end
	assign mult_out_1 		= (CONSTANT_SHIFT == 0)? tmp_mult_out_1 :  tmp_mult_out_1 >>> 1;
	assign mult_out_2 		= (CONSTANT_SHIFT == 0)? tmp_mult_out_2 :  tmp_mult_out_2 >>> 1;
	assign mult_out_3 		= (CONSTANT_SHIFT == 0)? tmp_mult_out_3 :  tmp_mult_out_3 >>> 1;
	assign mult_out_4 		= (CONSTANT_SHIFT == 0)? tmp_mult_out_4 :  tmp_mult_out_4 >>> 1;
	assign pre_sum_din3_re 	= (CONSTANT_SHIFT == 0)? {din3_re[IWL1-1], din3_re, 1'b0}: {din3_re[IWL1-1], din3_re[IWL1-1], din3_re};
	assign pre_sum_din3_im 	= (CONSTANT_SHIFT == 0)? {din3_im[IWL1-1], din3_im, 1'b0}: {din3_im[IWL1-1], din3_im[IWL1-1], din3_im};
	assign ADD_0_din1 =	mult_out_reg_3;
	assign ADD_0_din2 =	mult_out_reg_4;
	always @* begin : add_0_alw
		add_0_out = ADD_0_din1 + ADD_0_din2; 
	end
	assign SUB_0_din1 =	mult_out_reg_1;
	assign SUB_0_din2 =	mult_out_reg_2;
	always @* begin : sub_0_alw
		sub_0_out = SUB_0_din1 - SUB_0_din2;
	end
	assign ADD_1_din1 =	pre_sum_din3_re;
	assign ADD_1_din2 =	re_reg;
	always @* begin : add_1_alw
		tmp_add_1 = ADD_1_din1 + ADD_1_din2 + 2'b01;
		if (tmp_add_1[AWL] == tmp_add_1[AWL-1]) begin 
			add_1_out = tmp_add_1[AWL-1: AWL-OWL];
		end else begin 
			add_1_out[OWL-1] = tmp_add_1[AWL];
			add_1_out[OWL-2:0] = {OWL-1{tmp_add_1[AWL-1]}};
		end 
	end
	assign SUB_1_din1 =	pre_sum_din3_re;
	assign SUB_1_din2 =	re_reg;
	always @* begin : sub_1_alw
		tmp_sub_1 = SUB_1_din1 - SUB_1_din2 + 2'b01;
		if (tmp_sub_1[AWL] == tmp_sub_1[AWL-1]) begin 
			sub_1_out = tmp_sub_1[AWL-1: AWL-OWL];
		end else begin 
			sub_1_out[OWL-1] = tmp_sub_1[AWL];
			sub_1_out[OWL-2:0] = {OWL-1{tmp_sub_1[AWL-1]}};
		end 
	end
	assign ADD_2_din1 = pre_sum_din3_im;
	assign ADD_2_din2 = im_reg; 
	always @* begin : add_2_alw
		tmp_add_2 = ADD_2_din1 + ADD_2_din2 + 2'b01;
		if (tmp_add_2[AWL] == tmp_add_2[AWL-1]) begin 
			add_2_out = tmp_add_2[AWL-1: AWL-OWL];
		end else begin 
			add_2_out[OWL-1] = tmp_add_2[AWL];
			add_2_out[OWL-2:0] = {OWL-1{tmp_add_2[AWL-1]}};
		end 
	end
	assign SUB_2_din1 = pre_sum_din3_im; 
	assign SUB_2_din2 = im_reg; 
	always @* begin : sub_2_alw
		tmp_sub_2 = SUB_2_din1 - SUB_2_din2 + 2'b01;
		if (tmp_sub_2[AWL] == tmp_sub_2[AWL-1]) begin 
			sub_2_out = tmp_sub_2[AWL-1: AWL-OWL];
		end else begin 
			sub_2_out[OWL-1] = tmp_sub_2[AWL];
			sub_2_out[OWL-2:0] = {OWL-1{tmp_sub_2[AWL-1]}};
		end 
	end
	always @(posedge clk) begin : pipe
		mult_out_reg_1 <= mult_out_1;
		mult_out_reg_2 <= mult_out_2;
		mult_out_reg_3 <= mult_out_3;
		mult_out_reg_4 <= mult_out_4;
	end
	always @(posedge clk) begin
		re_reg <= sub_0_out;
		im_reg <= add_0_out;
	end
	param_register #(
		.BITNESS		(OWL			),
		.synch_RESET	(synch_RESET	))
	reg_dout1_re(
		.CLK			(clk			),
		.EN				(strb_in		),
		.RST			(rst			),
		.i_DATA			(add_1_out		),
		.o_DATA			(dout1_re		)
	);
	param_register #(
		.BITNESS		(OWL			),
		.synch_RESET	(synch_RESET	))
	reg_dout1_im(
		.CLK			(clk			),
		.EN				(strb_in		),
		.RST			(rst			),
		.i_DATA			(add_2_out		),
		.o_DATA			(dout1_im		)
	);
	param_register #(
		.BITNESS		(OWL			),
		.synch_RESET	(synch_RESET	))
	reg_dout2_re(
		.CLK			(clk			),
		.EN				(strb_in		),
		.RST			(rst			),
		.i_DATA			(sub_1_out		),
		.o_DATA			(dout2_re		)
	);
	param_register #(
		.BITNESS		(OWL			),
		.synch_RESET	(synch_RESET	))
	reg_dout2_im(
		.CLK			(clk			),
		.EN				(strb_in		),
		.RST			(rst			),
		.i_DATA			(sub_2_out		),
		.o_DATA			(dout2_im		)
	);
endmodule 
module param_register #(
	parameter BITNESS = 16,
	parameter synch_RESET = 1
)(
	input  wire 		  		CLK,
	input  wire 		  		EN,
	input  wire 		  		RST,
	input  wire	[BITNESS-1:0]	i_DATA,
	output reg	[BITNESS-1:0]	o_DATA
);
	if (synch_RESET == 0) begin
		always @(posedge CLK or posedge RST) begin
			if(RST) begin
				o_DATA <= 0;
			end else begin 
				if (EN) begin 
					o_DATA <= i_DATA;
				end
			end
		end
	end else begin 
		always @(posedge CLK) begin
			if(RST) begin
				o_DATA <= 0;
			end else begin 
				if (EN) begin 
					o_DATA <= i_DATA;
				end
			end
		end
	end
endmodule
```
==> job_summary.md <==
## Implementation flow summary

| Metric | Value |
|---|---|
| Status | `complete, no violations` |
| Core Area | `0.116 mm²` |
| Largest net degree at the start of global routing | `78` |
| DRC Markers | `0` |
| Crit end category | `register` |
| Yosys simple share | `0.155` |
| First-pass GRT wire length | `194 mm` |
| AO/OA Area Share | `0.0562` |
| Layout Skew | `around 0.023 ns` |
| Total global routing track utilization | `0.224` |
| Worst r2r path cells | `21` |
| Sequential element share of the synthesized area | `0.0717` |
| WHS Endpoint | `reg_dout1_re.o_DATA[7]` |
| Async S/R FF share, synth | `0` |
| Endpoints failing hold | `0` |
| CTS Buf Count | `17` |
| PostCTS Resize Cnt | `0` |
| Number of post-CTS setup repair buffers | `0` |
| Worst r2r dst | `reg_dout2_re.o_DATA[14]` |
| Core Rows | `125` |
| Worst Path Required | `9.91 ns` |
| Setup CP Type | `primary input to register` |
| Yosys stat cell total | `5134` |
| Chip area | `0.119 mm²` |
| Die width | `344 µm` |
| Adder Area Share | `0.569` |
| CP arrival | `roughly 9 ns` |
| Avg WL per Cell | `17.3 µm` |
| Final Max Tran Viols | `0` |
| Post-synth mux share | `0.000453` |
| Peak Freq | `0.117 GHz` |
| Root Buffer | `clkbuf_16` |
| Height of the die | `about 340 µm` |
| Max cap viols | `0` |
| Initial antenna violation count | `10` |
| Most used logic cell in the final layout | `inv_1` |
| Commonest non-fill, non-tap cells in the layout | `1225 x inv_1, 1050 x fa_1, 548 x nand2_1, 491 x and2_1, 454 x ha_1` |
| Final setup violation count | `0` |
| Slew HR | `0.415` |
| Largest combinational cell category by area | `adder cells` |
| Synthesized area | `0.0469 mm²` |
| Min-Delay Startpoint | `reg_dout1_re.o_DATA[7]` |
| Final setup TNS | `0 ns` |
| Post-synth EDFFs | `0` |
| HP Class | `register to register` |
| Via density | `4.85` |
| Port bufs | `between 150 and 200` |
| H-tree depth | `4` |
| Area reported by Yosys stat | `0.0469 mm²` |
| Area delta synth->final | `9.29%` |
| Fin crit period | `8.57 ns` |
| Worst slew pin tran | `0.875 ns` |
| GR Overflow Total | `0` |
| CTS tree | `yes` |
| Startpoint types | `primary input` |
| Unrepaired setup endpoints after global routing | `no` |
| Core Util at FP | `0.404` |
| DR vias | `32800` |
| WL final | `117 mm` |
| Synth warnings | `2` |
| Clock buffer depth | `2` |
| Cts hold-fix bufs | `0` |
| FF-to-FF Start | `re_reg[1]` |
| Final period utilization | `0.902` |
| I/O pin total | `between 150 and 200` |
| Commonest flop | `dfxtp_1` |
| Worst Path Max Fanout | `24` |
| Number of global-route vias before repair | `35900` |
| OpenROAD warning count | `61` |
| CTS clk-pin slew, worst paths | `0.07 ns` |
| DR iter-0 viols | `1052` |
| Antenna Nets Post-Route | `0` |
| Post-DP HPWL | `96.6 mm` |
| Placer Congestion | `0.924` |
| Post-Syn Instances | `5134` |
| XOR Share, Synth | `0.0317` |
| FF-to-FF setup slack | `4.13 ns` |
| Worst hold path depth | `1` |
| Clk ins delay skew pair | `0.50 ns` |
| First drt pass iteration count | `5` |
| CTS Sinks | `168` |
| Yosys cell types | `75` |
| Syn_area_per_cell | `9.14 µm²` |
| Fraction of layout cells with a size suffix above 1 | `0.0318` |
| Number of synthesized register bits | `168` |
==> worst max-delay path, cell delays in order <==
cell	delay (ns)
clkdlybuf4s50_1	0.74
buf_4	0.41
nand2_1	0.13
fa_1	0.52
fa_1	0.46
fa_1	0.45
fa_1	0.49
inv_1	0.05
fa_1	0.40
inv_1	0.08
fa_1	0.42
inv_1	0.07
ha_1	0.23
a21o_1	0.16
a211o_1	0.30
o32ai_1	0.37
a311oi_1	0.18
a31oi_1	0.49
o31ai_1	0.22
o41a_1	0.38
a21o_1	0.21
a21oi_1	0.17
xnor2_1	0.14
==> kinds of logic (layout without fill, tap and decap cells) <==
group                      count (synthesis)  after routing
AOI/OAI and AO/OA                        374            374
muxes                                      2              2
other                                      0              3
and+or+nand+nor                         1472           1472
adders and majority gates               1504           1504
xor gates and xnor gates                 170            170
buffers and inverters                   1444           1537
DFF                                      168            168
==> synthesized netlist by cell type (32+ instances only) <==
library cell | instances | area (µm²)
nand2_1 | 548 | 2060
xor2_1 | 46 | 403
a21oi_1 | 86 | 430
o21ai_0 | 54 | 270
a21o_1 | 32 | 240
dfxtp_1 | 168 | 3360
fa_1 | 1050 | 21000
nor3_1 | 54 | 270
inv_1 | 1225 | 4600
ha_1 | 454 | 5680
nand2b_1 | 34 | 213
nand3_1 | 32 | 160
xnor2_1 | 124 | 1090
and2_1 | 491 | 3070
clkbuf_1 | 209 | 785
nor2_1 | 209 | 785
==> worst max-delay path by stage <==
stage                       from            endpoint  slack (ns)
final                 din1_im[8]  mult_out_reg_4[16]        0.93
after global routing  din1_im[8]  mult_out_reg_2[15]        0.54
after CTS             din2_re[1]  mult_out_reg_4[16]        0.92
==> metrics by stage <==
step | instances | worst slack, ns | utilization | instance area (µm²) | hold WS, ns
3_3_place_gp | 6719 | 0.418 | 0.436 | 50600 | 0.462
3_5_place_dp | 6719 | 0.404 | 0.436 | 50600 | 0.466
6_report | 6754 | 0.927 | 0.441 | 51300 | 0.484
4_1_cts | 6751 | 0.918 | 0.441 | 51300 | 0.488
5_1_grt | 6753 | 0.540 | 0.441 | 51300 | 0.508
2_1_floorplan | 5134 | 1.55 | - | 46900 | 0.401
==> routing by layer <==
metal | vias up | GRT usage | part of all wire
met2 | 837 | 0.356 | 0.47
met5 | - | 0.00962 | 0.0020
met1 | 16400 | 0.297 | 0.40
li1 | 15400 | - | -
met3 | 113 | 0.102 | 0.11
met4 | 16 | 0.0300 | 0.018
==> cell type report <==
class                      count  area, µm²
antenna                        3       7.51
clock buffer                  17        425
clock inverter                15        198
fill                       11100      64900
inverter                    1227       4610
multi-input combinational   3522      38100
sequential                   168       3360
tap                         1524       1910
timing repair buffer         278       2650
