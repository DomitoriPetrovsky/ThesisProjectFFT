<file path="flow/design.v">
module in_fft_FIFO_unit #(
	parameter DWL 					= 16,
	parameter AWL 					= 8,
	parameter BIT_REVERS_WRITE 		= 1
)(
	input  wire 		  	CLK,
	input  wire 		  	RST,
	input  wire 		  	BLOCK,
	input  wire				R_INC,
	input  wire				WR_INC,
	output wire	[DWL-1:0]	R_DATA_1_R,
	output wire	[DWL-1:0]	R_DATA_1_I,
	output wire	[DWL-1:0]	R_DATA_2_R,
	output wire	[DWL-1:0]	R_DATA_2_I,
	input wire	[DWL-1:0]	WR_DATA_R,
	input wire	[DWL-1:0]	WR_DATA_I,
	output wire 			R_EMPTY,
	output wire 			WR_FULL
);
	wire 				WrE_A;	
	wire 				EN_A;
	wire 				EN_B;
	wire 	[AWL-1:0]	i_ADDR_A;
	wire 	[AWL-1:0] 	r_addr;
	wire 	[AWL-1:0] 	r_addr_2;
	reg 	[AWL-1:0] 	wr_addr;
	wire 	[AWL-1:0] 	normal_wr_addr;
	wire 	[AWL:0] 	r_ptr;
	wire 	[AWL:0] 	wr_ptr;
	wire         		full;
	wire         		empty;
	wire 		 		en_r;
	wire 		 		en_wr;
	assign en_r 	= R_INC & !empty;
	assign en_wr 	= WR_INC & !full;
	assign WrE_A 	= (BLOCK)?	1'b0 		: 1'b1;
	assign EN_A 	= (BLOCK)? 	en_r 		: en_wr;
	assign i_ADDR_A = (BLOCK)? 	r_addr_2 	: wr_addr;
	assign R_EMPTY 	= empty;
	assign WR_FULL 	= full;
	assign EN_B 	= en_r;
	generate
		if (BIT_REVERS_WRITE) begin 
			always @(normal_wr_addr) 
				wr_addr = BIT_REV(normal_wr_addr);
		end else begin 
			always @(normal_wr_addr) 
				wr_addr = normal_wr_addr;
		end
	endgenerate
	in_fft_FIFO_wptr_full #(
		.AWL		(AWL			)) 
	write_pointer_full_flag (
		.WR_CLK		(CLK			),
		.WR_RST		(RST			),
		.WR_INC		(WR_INC			),
		.BLOCK		(BLOCK			),
		.R_PTR_2	(r_ptr			),
		.WR_FULL	(full			),
		.WR_ADDR	(normal_wr_addr	),
		.WR_PTR		(wr_ptr			)
	);
	in_fft_FIFO_rptr_empty #(
		.AWL		(AWL			))
	read_pointer_empty_flagg(
		.R_CLK		(CLK			),
		.R_RST		(RST			),
		.R_INC		(R_INC			),
		.BLOCK		(BLOCK			),
		.WR_PTR_2	(wr_ptr			),
		.R_EMPTY	(empty			),
		.R_ADDR_2	(r_addr_2		),
		.R_ADDR		(r_addr			),
		.R_PTR		(r_ptr			)
	);
	in_fft_FIFO_dual_port_RAM_MEM_unit #(
		.DWL		(DWL			),
		.AWL		(AWL			)) 
	ram_unit_r (
		.CLK_A		(CLK			),
		.WrE_A		(WrE_A			),
		.EN_A		(EN_A			),
		.RST_A		(RST			),
		.i_DATA_A	(WR_DATA_R		),
		.i_ADDR_A	(i_ADDR_A		),
		.o_DATA_A	(R_DATA_2_R		),
		.CLK_B		(CLK			),
		.WrE_B		(1'b0			),
		.EN_B		(EN_B			),
		.RST_B		(RST			),
		.i_DATA_B	({DWL{1'b0}}	),
		.i_ADDR_B	(r_addr			),
		.o_DATA_B	(R_DATA_1_R		)
	);
	in_fft_FIFO_dual_port_RAM_MEM_unit #(
		.DWL		(DWL			),
		.AWL		(AWL			)) 
	ram_unit_i (
		.CLK_A		(CLK			),
		.WrE_A		(WrE_A			),
		.EN_A		(EN_A			),
		.RST_A		(RST			),
		.i_DATA_A	(WR_DATA_I		),
		.i_ADDR_A	(i_ADDR_A		),
		.o_DATA_A	(R_DATA_2_I		),
		.CLK_B		(CLK			),
		.WrE_B		(1'b0			),
		.EN_B		(EN_B			),
		.RST_B		(RST			),
		.i_DATA_B	({DWL{1'b0}}	),
		.i_ADDR_B	(r_addr			),
		.o_DATA_B	(R_DATA_1_I		)
	);
	function [AWL-1:0] BIT_REV(input [AWL-1:0] A);
		integer i;
		for (i = 0; i < AWL; i = i + 1) begin
			BIT_REV[i] = A[AWL-i-1];
		end 
	endfunction
endmodule
module in_fft_FIFO_wptr_full #(
	parameter AWL = 8
) (
	input 	wire 				WR_CLK,
	input 	wire 				WR_RST,
	input 	wire 				WR_INC,
	input 	wire 				BLOCK,
	input 	wire	[AWL:0]		R_PTR_2,
	output 	reg					WR_FULL,
	output 	wire	[AWL-1:0]	WR_ADDR,
	output 	wire	[AWL:0]		WR_PTR
);
	reg [AWL:0] wr_bin, wr_b_next;
	always @(posedge WR_CLK) begin
		if (WR_RST)begin 
			wr_bin <= 0;
		end else begin 
			wr_bin <= wr_b_next;
		end
	end
	always @(*) begin
		wr_b_next = (!WR_FULL & !BLOCK)? (wr_bin + WR_INC) : wr_bin;
	end
	assign WR_ADDR 	= wr_bin[AWL-1:0];
	assign WR_PTR 	= wr_b_next;
	always @(posedge WR_CLK) begin
		if (WR_RST) begin 
			WR_FULL <= 1'b0;
		end else begin 
			WR_FULL <= ((wr_b_next[AWL]     != R_PTR_2[AWL]  ) &&
						(wr_b_next[AWL-1:0] == R_PTR_2[AWL-1:0]));
		end
	end
endmodule
module in_fft_FIFO_rptr_empty #(
	parameter AWL = 8
) (
	input 	wire 				R_CLK,
	input 	wire 				R_RST,
	input 	wire 				BLOCK,
	input 	wire 				R_INC,
	input 	wire	[AWL:0]		WR_PTR_2,
	output 	reg					R_EMPTY,
	output 	wire	[AWL-1:0]	R_ADDR,
	output 	wire	[AWL-1:0]	R_ADDR_2,
	output 	wire	[AWL:0]		R_PTR
);
	reg [AWL:0] r_bin, r_b_next;
	always @(posedge R_CLK) begin
		if (R_RST)begin 
			r_bin <= 0;
		end else begin 
			if (R_INC) begin 
				r_bin <= r_b_next;
			end
		end
	end
	always @(*) begin
		r_b_next = (!R_EMPTY & BLOCK)? (r_bin + {R_INC, 1'b0}) : r_bin;
	end
	assign R_ADDR 		= r_bin[AWL-1:0];
	assign R_ADDR_2 	= r_bin[AWL-1:0] | 1;
	assign R_PTR 		= r_bin;
	always @(posedge R_CLK) begin
		if (R_RST) begin 
			R_EMPTY <= 1'b1;
		end else begin 
			R_EMPTY <= (r_b_next == WR_PTR_2);
		end
	end
endmodule
module in_fft_FIFO_dual_port_RAM_MEM_unit #(
	parameter DWL = 16,
	parameter AWL = 8,
	parameter INIT_FILE = "",
	parameter RAM_PERFORMANCE = "LOW_LATENCY"
)(
	input  wire 		  	CLK_A,
	input  wire 		  	WrE_A,
	input  wire 		  	EN_A,
	input  wire 		  	RST_A,
	input  wire	[DWL-1:0]	i_DATA_A,
	input  wire	[AWL-1:0]	i_ADDR_A,
	output wire	[DWL-1:0]	o_DATA_A,
	input  wire 		  	CLK_B,
	input  wire 		  	WrE_B,
	input  wire 		  	EN_B,
	input  wire 		  	RST_B,
	input  wire	[DWL-1:0]	i_DATA_B,
	input  wire	[AWL-1:0]	i_ADDR_B,
	output wire	[DWL-1:0]	o_DATA_B
);
	localparam RAM_DEPTH = $rtoi($pow(2, AWL));
	reg [DWL-1:0] RAM [RAM_DEPTH-1:0];
	reg [DWL-1:0] RAM_data_a  = {DWL{1'b0}};
	reg [DWL-1:0] RAM_data_b  = {DWL{1'b0}};
	generate
		if (INIT_FILE != "") begin: use_init_file
		  initial
			$readmemh(INIT_FILE, RAM, 0, RAM_DEPTH-1);
		end else begin: init_bram_to_zero
		  integer ram_index;
		  initial
			for (ram_index = 0; ram_index < RAM_DEPTH; ram_index = ram_index + 1)
			  RAM[ram_index] = {DWL{1'b0}};
		end
	endgenerate
	always @(posedge CLK_A) begin
		if (EN_A) begin 
			if (WrE_A) begin
				RAM[i_ADDR_A] <=  i_DATA_A;
			end else begin 
				RAM_data_a <= RAM[i_ADDR_A];
			end
		end
	end
	always @(posedge CLK_B) begin
		if (EN_B) begin 
			if (WrE_B) begin
				RAM[i_ADDR_B] <=  i_DATA_B;
			end else begin 
				RAM_data_b <= RAM[i_ADDR_B];
			end
		end
	end
	generate 
		if (RAM_PERFORMANCE == "LOW_LATENCY") begin : no_output_register
			assign o_DATA_A =  RAM_data_a;
			assign o_DATA_B =  RAM_data_b;
		end else begin : output_register
			reg [DWL-1:0] dout_a_reg = {DWL{1'b0}};
			reg [DWL-1:0] dout_b_reg = {DWL{1'b0}};
			always @(posedge CLK_A) begin
				if (RST_A) begin 
					dout_a_reg <= {DWL{1'b0}};
				end else begin 
					dout_a_reg <= RAM_data_a;
				end 
			end
			always @(posedge CLK_B) begin
				if (RST_B) begin 
					dout_b_reg <= {DWL{1'b0}};
				end else begin 
					dout_b_reg <= RAM_data_b;
				end 
			end
			assign o_DATA_A =  dout_a_reg;
			assign o_DATA_B =  dout_b_reg;
		end
	endgenerate
endmodule
</file>
<file path="flow/config.mk">
export PLATFORM = sky130hd
export DESIGN_NAME = in_fft_FIFO_unit
export DESIGN_NICKNAME = in_fft_FIFO_unit
export VERILOG_FILES = /design/flow/design.v
export SDC_FILE = /design/flow/constraint.sdc
export NUM_CORES = 4
export LEC_CHECK = 1
export CORE_UTILIZATION = 50
export SYNTH_MEMORY_MAX_BITS = 65536
</file>
<file path="flow/run.sh">
#!/bin/bash
# OpenROAD 26Q1-2900-gdf79404cd8, Yosys 0.63+post, stock flow scripts
make -C /OpenROAD-flow-scripts/flow DESIGN_CONFIG=/design/flow/config.mk WORK_HOME=/design/flow/orfs finish
</file>
<file path="flow/constraint.sdc">
current_design in_fft_FIFO_unit

set clk_period 224.3
set clk_io_pct 0.2

create_clock -name clk0 -period $clk_period [get_ports {CLK}]

set non_clock_inputs [all_inputs -no_clocks]
set_input_delay [expr $clk_period * $clk_io_pct] -clock clk0 $non_clock_inputs
set_output_delay [expr $clk_period * $clk_io_pct] -clock clk0 [all_outputs]
</file>
==> impl_metrics.csv <==
group,metric,value,unit
status,status,"finished, violations left",
status,violations,"max-capacitance violations, max-slew violations",
yosys,mux_area_frac,0.0897,
route,drt-total-wl,1360000,um
route,vias_per_cell,7.26,
min_path,hold_class,"flip-flop to flip-flop",
job,cap_violations,11,
global_route,grt_overflow,0,
route,wl_per_cell,45.5,um
placement,io_buffers,102,
timing,slew_violations,54,
setup_path,critPathKind,"input pin to flip-flop",
placement,place.gp.congestion,1.05,
yosys,edf_count,8256,
pwr,vdd_drop_max,0.0000104,V
placement,postPlaceCellArea,356000,sq um
clock_network,cts_buffers,824,
clock_network,cts_setup_buffers,0,
global_route,grt_use_total,0.447,
die,die-height,823,um
timing,rsz0062_at_grt,"false",
timing,finalCritPeriodShare,0.228,
setup_path,required,225430,ps
timing,final.setup.tns,0,ps
clock_network,clk_pin_slew,60,ps
yosys,top_area_frac,0.735,
pwr,p_leak,0.115,uW
yosys,flop_cell,"edfxtp_1",
clock_network,htree_levels,6,
pwr,power_frac_seq,0.536,
timing,setup_violations,0,
yosys,yosysMostFrequentCell,"edfxtp_1",
route,vias,217027,
final_layout,fin_cells,29911,
clock_network,cts_tree,"built",
die,die_area,678000,sq um
setup_path,worstPathArrival,52280,ps
global_route,grt_pass1_wl,1840000,um
final_layout,fin_area,384000,sq um
yosys,yosys-top-cells-count,"edfxtp_1, nand2_1, mux4_2",
yosys,xor_share,0.000831,
route,firstDrtPassIters,12,
final_layout,drive_gt1_frac,0.214,
yosys,synth.distinct_cells,79,
global_route,grt_pass1_vias,226378,
die,num_rows,301,
placement,hpwl,821000,um
setup_path,reg2reg_slack,216350,ps
timing,tightestPinTransition,1870,ps
yosys,logic_family,"AND-OR/OR-AND gates",
setup_path,crit_fanout,50,
clock_network,post_cts_resized,0,
setup_path,setup.worst_path.start_class,"input pin",
die,die_w,823,um
route,first_iter_violations,25082,
clock_network,root_buffer,"clkbuf_16",
clock_network,clock_path_buffers,4,
pwr,power_switching,693,uW
pwr,sw_frac_of_total,0.218,
yosys,syn_avg_cell_area,17.7,sq um
clock_network,hold_buffers,0,
yosys,ys_seq_share,0.736,
final_layout,fillCellCount,49378,
route,drc,0,
die,core_region_area,672000,sq um
yosys,adder_share,0.000148,
yosys,ys_ff,8275,
timing,hold_slack,562,ps
pwr,power_frac_clock,0.426,
global_route,antenna_found_initial,234,
timing,period_minus_slack,51150,ps
placement,placed_cells,27739,
yosys,synthCells,19055,
yosys,synth_warnings,4,
yosys,top_area_cell,"edfxtp_1",
die,fp_util,0.502,
timing,skew,77.0,ps
pwr,power_density,8.27,nW/um^2
timing,clock.fmax,19.5,MHz
yosys,async_flop_share,0,
die,ios,103,
timing,slew_headroom,-0.249,
pwr,p_comb_frac,0.038,
clock_network,clock_latency,1290,ps
final_layout,syn_to_final_growth,13.9,%
global_route,grt_start_max_net_pins,114,
yosys,synth.cellmix.simpleShare,0.0226,
setup_path,endpoint_kind,"flip-flop",
route,ant_nets,0,
yosys,aoi_share,0.129,
pwr,power,3180,uW
timing,hold_viol_final,0,
yosys,synthesis.area,337000,sq um
job,warnings,43,
clock_network,cts.sinks,8275,
yosys,ys_cells,19055,
pwr,p_int,2490,uW
yosys,topCellsByArea,"edfxtp_1, mux4_2, a222oi_1, a22oi_1, a21oi_1",
yosys,ys_area,337000,sq um
[flip-flops by register name (all words and copies together) (netlist names)]
register	flops
ram_unit_r.RAM	4096
read_pointer_empty_flagg.r_bin	8
ram_unit_r.RAM_data_b	16
ram_unit_r.RAM_data_a	16
ram_unit_i.RAM_data_a	16
read_pointer_empty_flagg.R_EMPTY	1
write_pointer_full_flag.wr_bin	9
ram_unit_i.RAM_data_b	16
write_pointer_full_flag.WR_FULL	1
ram_unit_i.RAM	4096
[cell type report]
cell class / instances / area [sq um] / area share
sequential: 8275 / 248000 / 0.646
multi-input combinational: 9115 / 85600 / 0.223
clock buffer: 1016 / 21600 / 0.0562
timing repair buffer: 1408 / 11400 / 0.0296
tap: 8938 / 11200 / 0.0291
clock inverter: 500 / 4370 / 0.0114
antenna: 652 / 1630 / 0.00425
inverter: 7 / 38.8 / 0.000101
[metal layers]
layer / vias up / routed length, um / GRT usage
met5: - / 19500 / 0.264
met2: 21900 / 548000 / 0.539
met4: 434 / 103000 / 0.242
met3: 4106 / 334000 / 0.458
met1: 106160 / 356000 / 0.468
li1: 84427 / - / -
[worst paths after layout]
kind,from,end,depth (start not counted)
worst max register to register,read_pointer_empty_flagg.r_bin[1]$_SDFFE_PP0P_,ram_unit_r.RAM_data_b[0]$_DFFE_PP_,11
worst min register to register,write_pointer_full_flag.wr_bin[8]$_SDFF_PP0_,write_pointer_full_flag.wr_bin[8]$_SDFF_PP0_,2
worst min-delay path,write_pointer_full_flag.wr_bin[8]$_SDFF_PP0_,write_pointer_full_flag.wr_bin[8]$_SDFF_PP0_,2
worst max-delay path,BLOCK,ram_unit_r.RAM_data_a[2]$_DFFE_PP_,16
[cells in the final DEF (no fill, tap or decap), types with 19 or more instances in the layout]
cell,Yosys,layout
nor2_1,298,35
clkinv_1,2,221
a22oi_1,930,930
nor2_4,0,256
a22o_1,242,242
mux4_2,1341,1341
edfxtp_1,8256,8256
nor4_1,34,23
o41ai_2,0,110
diode_2,0,652
clkbuf_8,0,29
clkinvlp_4,0,19
o22a_1,29,29
or4_1,21,21
clkbuf_1,647,180
xnor2_1,23,23
buf_12,0,28
nand2_1,1463,1431
a21o_1,151,149
o21ai_0,604,601
buf_4,30,1261
o22ai_1,64,63
clkdlybuf4s50_1,0,69
o41ai_1,301,179
inv_6,0,19
clkbuf_16,0,836
a2111oi_2,1,32
a41oi_2,0,20
a222oi_1,1307,1307
clkinv_2,0,146
bufinv_16,0,61
a31oi_1,518,514
a41oi_1,54,33
a2111oi_0,104,49
a21oi_1,1175,1173
a221o_1,127,127
a221oi_1,115,115
a2111oi_1,2,22
[critical path, stage by stage]
cell and delay [ps]:
buf_2 110, buf_4 600, nand2_1 320, nand2_8 420
buf_4 650, buf_4 630, buf_4 510, buf_4 600
buf_4 510, buf_4 570, a222oi_1 190, a21oi_1 220
o41ai_1 140, buf_4 240, a31oi_2 1060, or4_1 250
[kinds of logic after synthesis]
family | Yosys count
compound gates | 5830
xor+xnor | 32
fa+ha+maj | 4
buf+inv | 1665
flops | 8275
mux | 1345
simple gates | 1904
[metrics by stage]
step	utilization	setup slack [ps]
floorplan	-	175600
detailed placement	0.531	172350
global placement	0.530	171170
finish	0.572	173150
global route	0.571	172930
CTS	0.569	173610
[power by group through the flow]
| stage | registers [uW] | clock network, uW | logic, uW |
|---|---|---|---|
| 6_report | 1700 | 1350 | 122 |
| 5_1_grt | 1700 | 1410 | 125 |
| 4_1_cts | 1700 | 1360 | 117 |
Power is estimated from default activity; no workload was simulated.
