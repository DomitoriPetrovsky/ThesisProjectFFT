--- flow/design.v ---
module out_fft_FIFO_unit #(
	parameter DWL 					= 16,
	parameter AWL 					= 8,
	parameter BIT_REVERS_RIDE 		= 1
)(
	input  wire 		  	CLK,
	input  wire 		  	RST,
	input  wire 		  	BLOCK,
	input  wire				R_INC,
	input  wire				WR_INC,
	output wire	[DWL-1:0]	R_DATA_R,
	output wire	[DWL-1:0]	R_DATA_I,
	input wire	[DWL-1:0]	WR_DATA_1_R,
	input wire	[DWL-1:0]	WR_DATA_1_I,
	input wire	[DWL-1:0]	WR_DATA_2_R,
	input wire	[DWL-1:0]	WR_DATA_2_I,
	output wire 			R_EMPTY,
	output wire 			WR_FULL
);
	wire 				WrE_A;	
	wire 				EN_A;
	wire 				EN_B;
	wire 	[AWL-1:0]	i_ADDR_B;
	reg 	[AWL-1:0] 	r_addr;
	wire 	[AWL-1:0] 	normal_r_addr;
	wire 	[AWL-1:0]	wr_addr;
	wire 	[AWL-1:0]	wr_addr_2;	
	wire	[AWL:0] 	r_ptr;
	wire 	[AWL:0] 	wr_ptr;
	wire         		full;
	wire         		empty;
	wire 		 		en_r;
	wire 		 		en_wr;
	assign en_r 	= R_INC & !empty;
	assign en_wr 	= WR_INC & !full;
	assign WrE_B 	= (BLOCK)?	1'b0 		: 1'b1;
	assign EN_B 	= (BLOCK)? 	en_r 		: en_wr;
	assign i_ADDR_B = (BLOCK)? 	r_addr 		: wr_addr_2;
	assign R_EMPTY 	= empty;
	assign WR_FULL 	= full;
	assign EN_A 	= en_wr;
	generate
		if (BIT_REVERS_RIDE) begin 
			always @(normal_r_addr) 
				r_addr = BIT_REV(normal_r_addr);
		end else begin 
			always @(normal_r_addr) 
				r_addr = normal_r_addr;
		end
	endgenerate
	out_fft_FIFO_wptr_full #(
		.AWL		(AWL			)) 
	write_pointer_full_flag (
		.WR_CLK		(CLK			),
		.WR_RST		(RST			),
		.WR_INC		(WR_INC			),
		.BLOCK		(BLOCK			),
		.R_PTR_2	(r_ptr			),
		.WR_FULL	(full			),
		.WR_ADDR	(wr_addr		),
		.WR_ADDR_2	(wr_addr_2		),
		.WR_PTR		(wr_ptr			)
	);
	out_fft_FIFO_rptr_empty #(
		.AWL		(AWL			))
	read_pointer_empty_flagg(
		.R_CLK		(CLK			),
		.R_RST		(RST			),
		.R_INC		(R_INC			),
		.BLOCK		(BLOCK			),
		.WR_PTR_2	(wr_ptr			),
		.R_EMPTY	(empty			),
		.R_ADDR		(normal_r_addr	),
		.R_PTR		(r_ptr			)
	);
	out_fft_FIFO_dual_port_RAM_MEM_unit #(
		.DWL		(DWL			),
		.AWL		(AWL			)) 
	ram_unit_r (
		.CLK_A		(CLK			),
		.WrE_A		(1'b1			),
		.EN_A		(EN_A			),
		.RST_A		(RST			),
		.i_DATA_A	(WR_DATA_1_R	),
		.i_ADDR_A	(wr_addr		),
		.CLK_B		(CLK			),
		.WrE_B		(WrE_B			),
		.EN_B		(EN_B			),
		.RST_B		(RST			),
		.i_DATA_B	(WR_DATA_2_R	),
		.i_ADDR_B	(i_ADDR_B		),
		.o_DATA_B	(R_DATA_R		)
	);
	out_fft_FIFO_dual_port_RAM_MEM_unit #(
		.DWL		(DWL			),
		.AWL		(AWL			)) 
	ram_unit_i (
		.CLK_A		(CLK			),
		.WrE_A		(1'b1			),
		.EN_A		(EN_A			),
		.RST_A		(RST			),
		.i_DATA_A	(WR_DATA_1_I	),
		.i_ADDR_A	(wr_addr		),
		.CLK_B		(CLK			),
		.WrE_B		(WrE_B			),
		.EN_B		(EN_B			),
		.RST_B		(RST			),
		.i_DATA_B	(WR_DATA_2_I	),
		.i_ADDR_B	(i_ADDR_B		),
		.o_DATA_B	(R_DATA_I		)
	);
	function [AWL-1:0] BIT_REV(input [AWL-1:0] A);
		integer i;
		for (i = 0; i < AWL; i = i + 1) begin
			BIT_REV[i] = A[AWL-i-1];
		end 
	endfunction
endmodule
module out_fft_FIFO_wptr_full #(
	parameter AWL = 8
) (
	input 	wire 				WR_CLK,
	input 	wire 				WR_RST,
	input 	wire 				WR_INC,
	input 	wire 				BLOCK,
	input 	wire	[AWL:0]		R_PTR_2,
	output 	reg					WR_FULL,
	output 	wire	[AWL-1:0]	WR_ADDR,
	output 	wire	[AWL-1:0]	WR_ADDR_2,
	output 	wire	[AWL:0]		WR_PTR
);
	reg [AWL-1:0] wr_bin, wr_b_next;
	always @(posedge WR_CLK) begin
		if (WR_RST)begin 
			wr_bin <= 0;
		end else begin 
			wr_bin <= wr_b_next;
		end
	end
	always @(*) begin
		wr_b_next = (!WR_FULL & !BLOCK)? (wr_bin + WR_INC) : wr_bin;
	end
	assign WR_ADDR = { 1'b0 , wr_bin[AWL-2:0]};
	assign WR_ADDR_2 = { 1'b1 ,wr_bin[AWL-2:0]};
	assign WR_PTR = {wr_b_next[AWL-1], 1'b0, wr_b_next[AWL-2:0]};
	always @(posedge WR_CLK) begin
		if (WR_RST) begin 
			WR_FULL <= 1'b0;
		end else begin 
			WR_FULL <= ((WR_PTR[AWL]     != R_PTR_2[AWL]  ) &&
						(WR_PTR[AWL-1:0] == R_PTR_2[AWL-1:0]));
		end
	end
endmodule
module out_fft_FIFO_rptr_empty #(
	parameter AWL = 8
) (
	input 	wire 				R_CLK,
	input 	wire 				R_RST,
	input 	wire 				BLOCK,
	input 	wire 				R_INC,
	input 	wire	[AWL:0]		WR_PTR_2,
	output 	reg					R_EMPTY,
	output 	wire	[AWL-1:0]	R_ADDR,
	output 	wire	[AWL:0]		R_PTR
);
	reg [AWL:0] r_bin, r_b_next;
	always @(posedge R_CLK) begin
		if (R_RST)begin 
			r_bin <= 0;
		end else begin 
			if (R_INC) begin 
				r_bin <= r_b_next;
			end
		end
	end
	always @(*) begin
		r_b_next = (!R_EMPTY & BLOCK)? (r_bin + R_INC) : r_bin;
	end
	assign R_ADDR = r_bin[AWL-1:0];
	assign R_PTR = r_bin;
	always @(posedge R_CLK) begin
		if (R_RST) begin 
			R_EMPTY <= 1'b1;
		end else begin 
			R_EMPTY <= (r_b_next == WR_PTR_2);
		end
	end
endmodule
module out_fft_FIFO_dual_port_RAM_MEM_unit #(
	parameter DWL = 16,
	parameter AWL = 8,
	parameter INIT_FILE = "",
	parameter RAM_PERFORMANCE = "LOW_LATENCY"
)(
	input  wire 		  	CLK_A,
	input  wire 		  	WrE_A,
	input  wire 		  	EN_A,
	input  wire 		  	RST_A,
	input  wire	[DWL-1:0]	i_DATA_A,
	input  wire	[AWL-1:0]	i_ADDR_A,
	output wire	[DWL-1:0]	o_DATA_A,
	input  wire 		  	CLK_B,
	input  wire 		  	WrE_B,
	input  wire 		  	EN_B,
	input  wire 		  	RST_B,
	input  wire	[DWL-1:0]	i_DATA_B,
	input  wire	[AWL-1:0]	i_ADDR_B,
	output wire	[DWL-1:0]	o_DATA_B
);
	localparam RAM_DEPTH = $rtoi($pow(2, AWL));
	reg [DWL-1:0] RAM [RAM_DEPTH-1:0];
	reg [DWL-1:0] RAM_data_a  = {DWL{1'b0}};
	reg [DWL-1:0] RAM_data_b  = {DWL{1'b0}};
	generate
		if (INIT_FILE != "") begin: use_init_file
		  initial
			$readmemh(INIT_FILE, RAM, 0, RAM_DEPTH-1);
		end else begin: init_bram_to_zero
		  integer ram_index;
		  initial
			for (ram_index = 0; ram_index < RAM_DEPTH; ram_index = ram_index + 1)
			  RAM[ram_index] = {DWL{1'b0}};
		end
	endgenerate
	always @(posedge CLK_A) begin
		if (EN_A) begin 
			if (WrE_A) begin
				RAM[i_ADDR_A] <=  i_DATA_A;
			end else begin 
				RAM_data_a <= RAM[i_ADDR_A];
			end
		end
	end
	always @(posedge CLK_B) begin
		if (EN_B) begin 
			if (WrE_B) begin
				RAM[i_ADDR_B] <=  i_DATA_B;
			end else begin 
				RAM_data_b <= RAM[i_ADDR_B];
			end
		end
	end
	generate 
		if (RAM_PERFORMANCE == "LOW_LATENCY") begin : no_output_register
			assign o_DATA_A =  RAM_data_a;
			assign o_DATA_B =  RAM_data_b;
		end else begin : output_register
			reg [DWL-1:0] dout_a_reg = {DWL{1'b0}};
			reg [DWL-1:0] dout_b_reg = {DWL{1'b0}};
			always @(posedge CLK_A) begin
				if (RST_A) begin 
					dout_a_reg <= {DWL{1'b0}};
				end else begin 
					dout_a_reg <= RAM_data_a;
				end 
			end
			always @(posedge CLK_B) begin
				if (RST_B) begin 
					dout_b_reg <= {DWL{1'b0}};
				end else begin 
					dout_b_reg <= RAM_data_b;
				end 
			end
			assign o_DATA_A =  dout_a_reg;
			assign o_DATA_B =  dout_b_reg;
		end
	endgenerate
endmodule
--- flow/run.sh ---
#!/bin/bash
# OpenROAD 26Q1-2900-gdf79404cd8, Yosys 0.63+post, stock flow scripts
make -C /OpenROAD-flow-scripts/flow DESIGN_CONFIG=/design/flow/config.mk WORK_HOME=/design/flow/orfs finish
--- flow/config.mk ---
export PLATFORM = sky130hd
export DESIGN_NAME = out_fft_FIFO_unit
export DESIGN_NICKNAME = out_fft_FIFO_unit
export VERILOG_FILES = /design/flow/design.v
export SDC_FILE = /design/flow/constraint.sdc
export NUM_CORES = 4
export LEC_CHECK = 1
export CORE_UTILIZATION = 30
export SYNTH_MEMORY_MAX_BITS = 65536
--- flow/constraint.sdc ---
current_design out_fft_FIFO_unit

set clk_period 388.1
set clk_io_pct 0.2

create_clock -name clk0 -period $clk_period [get_ports {CLK}]

set non_clock_inputs [all_inputs -no_clocks]
set_input_delay [expr $clk_period * $clk_io_pct] -clock clk0 $non_clock_inputs
set_output_delay [expr $clk_period * $clk_io_pct] -clock clk0 [all_outputs]
==> notes.md <==
Summary of the current implementation state.

- The run finished, with violations left.
- The final reports fail on max-capacitance violations, max-slew violations.
- The iteration tally of the first detailed-router pass is 6, for reference.
- The total power is 1.859 mW, for reference.
- For this run, the number of Yosys warnings is 5.
- For this design the ratio of total power to cell area is 4.493 nW/µm².
- For the worst-skew pair, the clock arrives at the later sink with an insertion delay of 1.16 ns.
- Setup repair after global routing left no endpoint under its margin.
- On the worst setup and hold paths after CTS, the clock-pin slew comes to 0.06 ns.
- The total congestion overflow is 0, for reference.
- The setup slack after layout is 303.47 ns, for reference.
- The biggest area contributor in the post-synthesis netlist is edfxtp_1.
- The power report attributes to the combinational group a share of 0.050.
- The largest driver fanout on the critical path is approximately 56, for reference.
- The area growth from synthesis to final layout is 14.05%, for reference.
- The CTS buffer count is ~860, for reference.
- The number of primary I/O pins is slightly above 100, for reference.
- In the synthesized netlist the async set-or-reset flop fraction comes to 0.
- The sequential fraction of the synthesis area is 0.6817, for reference.
- The net switching share of the total power is 0.2163, for reference.
- Once the clock tree was built, the resizer swapped 0 gates to a different size.
- For the final routed database, the setup TNS stands at 0 ns.
- The number of clock sinks came to 8243.
- The number of filler cells placed in the layout is around 110k, for reference.
- Entering global routing, the biggest net connects just over 100 pins.
- The core footprint is 1205000 µm², for reference.
- Sorting the synthesis cell report by count puts at the top edfxtp_1.
- The worst hold margin is around 0.55 ns, for reference.
- Synthesis instantiated 63 different standard cells from the library.
- Per the placement report, the placed cell count is between 30000 and 40000.
- The area share of the largest cell type after synthesis is 0.6807, for reference.
- Of the total power, registers draw 0.527.
- STA classifies the critical path endpoint as a flip-flop.
- Per the gpl log, the routability congestion estimate is 0.8989.
- The final wirelength is between 1000000 and 1500000 µm, for reference.
- The reported max-cap violation count is 1, for reference.
- The total die size is between 1000000 and 1500000 µm², for reference.
- TritonCTS built the clock tree.
- The detailed router placed 194200 vias in this run.
- The combined global-route utilization of all metal layers is 0.2101, for reference.
- The width of the die is 1102 µm, for reference.
- By area the synthesized netlist is led by edfxtp_1, mux2_2, mux4_2.
- The initial antenna violation count is between 100 and 150, for reference.
- After legalization and detailed placement, the total HPWL measured roughly 730000 µm.
- The total internal power is 1.457 mW, for reference.
- The area taken by multi-input combinational cells is reported as 109200 µm².
- After detailed routing, the number of remaining DRC violations is 0.
- The worst-case reg-to-reg setup slack stands at 379.47 ns.
- The final report gives the standard cell area, fillers excluded, as ~410000 µm².
- The number of buffers on the longest clock path is 5, for reference.
- The worst path in the final design needs a cycle of 84.63 ns, including I/O delays and setup.
- The required time at the worst endpoint is listed as 388.94 ns.
- The area figure in the yosys stat output is between 300000 and 400000 µm², for reference.
- The transition time at the pin with the least slew margin is 1.530 ns, for reference.
- For this run, the top clock speed supported by timing is approximately 12 MHz.
- The tightest min-delay check is of the flip-flop to flip-flop type.
- Per the final layout report, the fraction of cells sized above drive strength 1 comes to 0.4271.
- The number of global-route vias before repair is 206500, for reference.
- The post-synthesis cell area is between 300000 and 400000 µm², for reference.
- Dividing the synthesized area by the synthesized cell count gives between 15 and 20 µm².
- Yosys reports that the most numerous cell types are edfxtp_1, mux2_2, mux4_2.
- The OpenROAD warning count is 36, for reference.
- Across the whole layout, storage elements account for 247300 µm².
- Per the detail_route report, vias per standard cell equal around 5.3.
- The number of endpoints with negative hold slack in the final report is 0, for reference.
- Per the OpenROAD floorplan log, the height of the die is 1102 µm.
- The final non-filler cell total is 36410, for reference.
- The final timing report lists clock skew as 0.1199 ns.
- Per the detailed placement report, the placed cell area equals 387500 µm².
- Of the total power, the clock network draws 0.423.
- Measured against its own limit, the worst slew margin works out to -0.02023.
- STA puts the critical path data arrival time at roughly 85 ns.
- Dividing the detail-routed wire length by the instance count gives 33.18 µm.
- The worst setup path is of the input port to flip-flop kind.
- The worst-case setup slack after placement is ~300 ns, for reference.
- The final timing summary puts the cycle share of the worst path at 0.2181.
- The final number of setup-violating endpoints is 0, for reference.
- The number of cell instances after yosys synthesis is between 15000 and 20000, for reference.
- The dominant register cell is edfxtp_1, for reference.
- The number of pins exceeding their max-slew limit in the final report is 2, for reference.
- The number of synthesized flops with an enable pin is ~8200, for reference.
- The number of H-tree levels is 6, for reference.
- The power report puts the leakage power at 123.8 nW.
- The initial standard-cell utilization of the core is 0.3012, for reference.
- The flip-flop and latch count after synthesis is 8243, for reference.
- The analysis attributes to net switching a power of 0.4022 mW.
- The detailed router's first-iteration violation count is 13270, for reference.
- Port buffering added around 100 buffers.
- The critical path launch point type is an input port, for reference.
- The post-detailed-route count of antenna-violating nets is 0, for reference.
- The total number of placement rows is 403, for reference.
- Measured on the finished design, the core utilization comes to 0.3435.
- For this design, the CTS-stage hold fixing added 0 buffers.
- After clock tree synthesis, the setup repair step added 0 buffers.
- The first global-routing pass estimated 1660000 µm of wire.
- CTS placed an instance of clkbuf_16 at the clock tree root.
- The largest vdd supply drop is 0.004063 mV, for reference.
- Synthesis produced a netlist whose cell count is 19510.
## power groups by stage
stage         Sequential, mW  Clock (mW)  Combinational [mW]
CTS                    0.980       0.796              0.0922
global route           0.980       0.828              0.0983
finish                 0.980       0.786              0.0926
## registers in the layout, summed over array words and instances, names as in the netlist
register,count
ram_unit_i.RAM,4096
ram_unit_r.RAM,4096
ram_unit_i.RAM_data_b,16
ram_unit_r.RAM_data_b,16
read_pointer_empty_flagg.r_bin,9
write_pointer_full_flag.wr_bin,8
read_pointer_empty_flagg.R_EMPTY,1
write_pointer_full_flag.WR_FULL,1
## path summary, 6_finish.rpt
path	start	end	cells past startpoint
setup / recovery	BLOCK	ram_unit_r.RAM_data_b[11]	15
hold / removal	read_pointer_empty_flagg.r_bin[8]	read_pointer_empty_flagg.r_bin[8]	2
setup reg to reg	read_pointer_empty_flagg.r_bin[6]	ram_unit_r.RAM_data_b[11]	14
hold reg to reg	read_pointer_empty_flagg.r_bin[8]	read_pointer_empty_flagg.r_bin[8]	2
## area by class of cell
type                    instances  area share
flip-flops and latches       8243      0.5977
diodes                        110   0.0006652
clock buffers                1066     0.05436
inverters                      65   0.0005896
well taps                   16000     0.04837
clock inverters               452    0.008400
repair buffers               1334     0.02597
multi-input cells            9144      0.2639
## layout by cell type (no fill, tap or decap), types with 17 or more instances in the layout
cell type           n
clkinv_2          134
xor2_1             17
mux2i_1           442
clkbuf_1          196
buf_8              39
nand2_1           446
a21oi_1           551
clkinv_1          225
nor4_1             55
bufinv_16          51
a21oi_2            42
mux4_2           1746
dfxtp_1            19
clkbuf_16         869
buf_12             26
a22o_1             58
inv_2              61
o21ai_0            21
nand4_1            34
nor3_1             60
mux2_2           4112
nor2_4            198
clkdlybuf4s50_1    37
clkinvlp_4         17
a2111oi_0          39
diode_2           110
nor2_1             45
buf_4            1225
nand2_2            22
edfxtp_1         8224
o22ai_1           241
a22oi_1           753
## critical path, cell delays in order
cell	delay, ns
buf_2	0.19
mux2_8	0.69
buf_4	0.50
buf_4	0.56
buf_4	0.64
buf_4	0.69
buf_4	0.62
buf_4	0.68
mux4_2	0.41
a22oi_1	0.22
a21oi_1	0.17
or4_1	0.83
a22oi_1	1.09
buf_4	0.31
nand4_1	0.08
## cell families (layout without fill, tap and decap cells)
kind of cell / count (synthesis) / after routing / share of synthesized area
other: 0 / 110 / 0
XOR/XNOR: 32 / 32 / 0.0007725
AND/OR/NAND/NOR: 978 / 978 / 0.01188
buffers and inverters: 2123 / 2917 / 0.02404
multiplexers: 6304 / 6304 / 0.2483
adder cells (fa/ha/maj): 4 / 4 / 0.0001379
flip-flops: 8243 / 8243 / 0.6817
AND-OR/OR-AND: 1826 / 1826 / 0.03314
## layer usage
layer	track usage	share of wire	routed length, µm
met5	0.02422	0.0031	3685
met4	0.09531	0.058	69650
met3	0.1880	0.20	240500
met2	0.2979	0.44	534400
met1	0.2110	0.30	359900
No activity file was given, so power comes from the tool's default toggle rates.
